`./config.mk`:
```
export PLATFORM = sky130hd
export DESIGN_NAME = PCBranch
export DESIGN_NICKNAME = PCBranch
export VERILOG_FILES = /design/flow/design.v
export SDC_FILE = /design/flow/constraint.sdc
export NUM_CORES = 4
export LEC_CHECK = 1
export CORE_AREA = 10 10 94 94
export DIE_AREA = 0 0 104 104
```
`./constraint.sdc`:
```
current_design PCBranch

set clk_period 18.1
set clk_io_pct 0.2

create_clock -name clk0 -period $clk_period

set non_clock_inputs [all_inputs -no_clocks]
set_input_delay [expr $clk_period * $clk_io_pct] -clock clk0 $non_clock_inputs
set_output_delay [expr $clk_period * $clk_io_pct] -clock clk0 [all_outputs]
```
`./design.v`:
```
`timescale 1ns / 1ps
module PCBranch(PCAddr, Immediate, PCBranch);
    parameter BITSIZE = 32;
    input [BITSIZE-1:0] PCAddr;
    input [BITSIZE-1:0] Immediate;
    output [BITSIZE-1:0] PCBranch;
    assign PCBranch = PCAddr + (Immediate); 
endmodule
```
`./run.sh`:
```
#!/bin/bash
# OpenROAD 26Q1-2900-gdf79404cd8, Yosys 0.63+post, stock flow scripts
make -C /OpenROAD-flow-scripts/flow DESIGN_CONFIG=/design/flow/config.mk WORK_HOME=/design/flow/orfs finish
```
==> CHANGELOG.md <==
## Flow update

* Cells after Synth at 241
* Met1 Resource Use GR at 0.148
* Power Density at 38.4 mW/mm^2
* Hold_buf cts at 0
* Final Cycle Share at 0.563
* Busiest grt layer: met2
* YS warnings at 0
* DIE HEIGHT at 104 um
* RSZ-0062 raised after global routing: false
* Grt met3 use at 0.0201
* Initial Utilization at 0.255
* Max-cap violation count at 0
* Post-CTS Setup Bufs at 0
* Largest net degree at the start of global routing at 11
* Flop pwr share at 0
* Cell variety after synth at about 50
* Routed via count at 2106
* Switch Pwr at between 40 and 50 uW
* Post-synth seq share at 0
* Post-DP Area at 0.00278 mm^2
* Util after Layout at 0.407
* Sw Ratio at 0.398
* Vias per cell at 4.99
* Synth-to-Final Area Change at 59.5%
* Antenna cells at 0
* Register Area at 0 um^2
* Core area at 0.00683 mm^2
* Non-Filler Instances at 422
* Final min period at 10190 ps
* Status: finished clean
* Total Wirelength at 5.89 mm
* CP Launch Type: input port
* Chip Area, Yosys at 0.00174 mm^2
* Clk network pwr share at 0
* Detailed router's first-iteration violation count at between 100 and 150
* PortBufs at between 90 and 100
* Most frequent cells in the layout: 96 x clkdlybuf4s50_1, 31 x ha_1, 29 x a21oi_1, 19 x a21o_1, 18 x nand2_1
* Crit Path Class: in -> out
* Tool warning count at 32
* Leak at about 0.0012 uW
* Final Slew Violations at 0
* Share of total power in combinational logic at 1.000
* Clock buf count at 0
* WL/cell at ~14 um
* Worst slew pin tran at 512 ps
* Residual DRC at 0
* Grt ovf at 0
* Synthesized cell area at 0.00174 mm^2
* Pint at 64.3 uW
* Flops at 0
* Row cnt at 30
* Most frequent logic cell in the layout: clkdlybuf4s50_1
* Crit Path Max Fanout at 4
* Post-cts gate resize count at 0
* Pwr Total at roughly 110 uW
* Die Width at 104 um
* Antenna Nets Post-Route at 0
* First-pass DRT Iterations at 4
* Critical Path RT at 14480 ps
* Num ports at approximately 96
* Max Clk Rate at 0.0982 GHz
* Max-slew headroom at 0.650
* Final instance area at 0.00278 mm^2
* Initial antenna violation count at 0
* Fin. Hold Viols at 0
* Die Size at 0.0108 mm^2
* Final setup violating endpoints at 0
* Worst Hold Class: in -> out
* Ys cells at 241
* Final GP Congestion at 0.812
* Worst EP arrival at between 6000 and 7000 ps
* All-layer global routing usage at 0.105
* Vias in the first global route at 2099
* Mapped Avg Cell Area at just over 7 um^2
* M2 GR Usage at 0.171
* Post-detail-place hpwl at 5.17 mm
* Max VDD drop at 0.0180 mV
* CP Capture Type: output pin
* Layout cells sized above 1 at 0.0307
* Global-route wire length before repair at 10.0 mm
* Setup TNS at 0 ps
* DP Cell Count at 422
-- metrics by stage --
| step | setup WS [ps] | hold WS [ps] |
|---|---|---|
| 2_1_floorplan | 9030 | 7310 |
| 3_3_place_gp | 7940 | 8270 |
| 3_5_place_dp | 7910 | 8290 |
| 4_1_cts | 7900 | 8290 |
| 5_1_grt | 7740 | 8290 |
| 6_report | 7910 | 8280 |
-- cell usage after synthesis (2+ instances only) --
cell type | number | area share
a21oi_1 | 29 | 0.083
o21bai_1 | 4 | 0.017
xor2_1 | 15 | 0.075
o311ai_1 | 2 | 0.010
a31oi_1 | 3 | 0.011
nor3_1 | 4 | 0.011
nand4_1 | 8 | 0.029
clkbuf_1 | 8 | 0.017
ha_1 | 31 | 0.22
nor2_1 | 12 | 0.026
o221ai_1 | 2 | 0.010
buf_2 | 2 | 0.0057
inv_1 | 6 | 0.013
o211ai_1 | 3 | 0.013
nand2_1 | 18 | 0.039
o21ai_0 | 13 | 0.037
mux2i_1 | 2 | 0.011
nand3_1 | 10 | 0.029
or2_2 | 3 | 0.011
a311oi_1 | 2 | 0.010
o21a_1 | 2 | 0.0086
a21o_1 | 19 | 0.082
xnor2_1 | 13 | 0.065
a211oi_1 | 3 | 0.013
nand2b_1 | 2 | 0.0072
-- worst paths after layout --
check  cells after the start           end  slack, ps         start
max                       11  PCBranch[26]       7910     PCAddr[0]
min                        3   PCBranch[0]       8280  Immediate[0]
-- worst max-delay path, cell delays in order --
cell             delay [ps]
clkdlybuf4s50_1         410
ha_1                    240
fa_1                    400
a21o_1                  220
a31o_2                  270
nand3_1                  90
o221ai_1                240
a311oi_1                340
o21bai_1                100
xor2_1                  130
clkdlybuf4s50_1         500
-- area by class of cell --
cell class | instances | area, um^2
inverters | 6 | 22.5
repair buffers | 96 | 961
fillers | 729 | 4050
multi-input cells | 224 | 1680
well taps | 96 | 120
-- power groups by stage --
stage / sequential (uW) / combinational (uW) / clock [uW]
5_1_grt: 0 / 119 / 0
4_1_cts: 0 / 109 / 0
6_report: 0 / 107 / 0
-- logic make-up (layout without fill, tap and decap cells) --
family	after synthesis	after routing	synth area share
AND-OR/OR-AND	97	97	0.393
adder cells (fa/ha/maj)	32	32	0.234
AND/OR/NAND/NOR	65	65	0.183
XOR/XNOR	28	28	0.141
multiplexers	2	2	0.0115
buffers and inverters	17	102	0.0380
-- per-layer routing --
| layer | share of wire | routed length, um |
|---|---|---|
| met5 | 0 | 0 |
| met4 | 0 | 0 |
| met3 | 0.061 | 361 |
| met2 | 0.44 | 2610 |
| met1 | 0.50 | 2920 |
No activity file was given, so power comes from the tool's default toggle rates.
