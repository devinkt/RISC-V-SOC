File: /design/flow/design.v
`timescale 1ns / 1ps
module BranchUnit(SrcA, SrcB, Opcode, Funct3, PC, Result, BranchTaken, JumpTaken, PC_Latched, JumpReturn);
    input [31:0] SrcA;
    input [31:0] SrcB;
    input [6:0] Opcode;
    input [2:0] Funct3;
    input [31:0] PC;
    input [31:0] Result;
    output reg BranchTaken;
    output reg JumpTaken;
    output reg [31:0] PC_Latched;
    output reg [31:0] JumpReturn;
    wire signed [31:0] SignedSrcA;
    wire signed [31:0] SignedSrcB;
    wire beq, bge, bgeu, blt, bltu, bne;
    assign SignedSrcA = SrcA;
    assign SignedSrcB = SrcB;
    assign beq = (SignedSrcA == SignedSrcB);
    assign bge = (SignedSrcA >= SignedSrcB);
    assign bgeu = (SrcA >= SrcB);
    assign blt = (SignedSrcA < SignedSrcB);
    assign bltu = (SrcA < SrcB);
    assign bne = (SignedSrcA != SignedSrcB);
    always @(*) begin
    BranchTaken = 1'b0;
    JumpTaken = 1'b0;
    if(Opcode == 7'b1100011) begin
    case(Funct3)
    3'b000: BranchTaken = beq;
    3'b001: BranchTaken = bne;
    3'b100: BranchTaken = blt;
    3'b101: BranchTaken = bge;
    3'b110: BranchTaken = bltu;
    3'b111: BranchTaken = bgeu;
    endcase
    end
    else if(Opcode == 7'b1101111) begin
    BranchTaken = 1'b1; 
    PC_Latched = PC + 3'b100;
    end
    else if(Opcode == 7'b1100111) begin
    BranchTaken = 1'b0; 
    JumpTaken = 1'b1;
    JumpReturn = Result;
    end
    end
endmodule
File: /design/flow/run.sh
#!/bin/bash
# OpenROAD 26Q1-2900-gdf79404cd8, Yosys 0.63+post, stock flow scripts
make -C /OpenROAD-flow-scripts/flow DESIGN_CONFIG=/design/flow/config.mk WORK_HOME=/design/flow/orfs finish
File: /design/flow/config.mk
export PLATFORM = sky130hd
export DESIGN_NAME = BranchUnit
export DESIGN_NICKNAME = BranchUnit
export VERILOG_FILES = /design/flow/design.v
export SDC_FILE = /design/flow/constraint.sdc
export NUM_CORES = 4
export LEC_CHECK = 1
export CORE_AREA = 10 10 124 124
export DIE_AREA = 0 0 134 134
File: /design/flow/constraint.sdc
current_design BranchUnit

set clk_period 3.1
set clk_io_pct 0.2

create_clock -name clk0 -period $clk_period

set non_clock_inputs [all_inputs -no_clocks]
set_input_delay [expr $clk_period * $clk_io_pct] -clock clk0 $non_clock_inputs
set_output_delay [expr $clk_period * $clk_io_pct] -clock clk0 [all_outputs]
==> run notes <==
Implementation status.

- The layout summary lists the proportion of cells stronger than drive strength 1 as 0.308.
- The flow reported a cell area power density of 106 nW/µm².
- The die outline height is 134 µm.
- The via count of the first global-routing pass came to 2,735.
- The max-capacitance violation count is 0.
- The first global-routing pass estimated 14,600 µm of wire.
- The I/O pin count is 204.
- The number of warnings printed during yosys synthesis is 1.
- The number of DRC violations after detailed-routing iteration 0 is 53.
- The worst setup path is of the input pin to primary output kind.
- The global placement routability congestion is 0.796.
- The maximum achievable frequency is 0.325 GHz.
- Summing over every cut layer, the via total after detailed routing is 2,676.
- The startpoint kind of the worst setup timing path is an input pin.
- The number of antenna violations at the first check in global routing is 0.
- At the floorplan stage, the core utilization is reported as 0.195.
- The final cell count without fillers is 669.
- The synthesized netlist was found by Yosys to have 280 cells.
- The worst endpoint required time is 2480 ps.
- The peak supply drop is 0.0599 mV.
- The max-slew violation total from the final report is 0.
- The post-detailed-route wirelength per cell is 14.1 µm.
- The most frequently used flop master after synthesis is dlxtn_1.
- The flow ran to the end, and the final reports show no timing, DRC or antenna violations.
- The number of antenna diodes in the final layout is 0.
- The post-synthesis area per instance is 8.84 µm².
- The final layout report lists a filler cell count of 1,254.
- The area reported by Yosys stat is 2470 µm².
- The number of cells after detailed placement is 661.
- The share of total power dissipated in combinational logic is 0.871.
- The script computed the net switching share of total power as 0.316.
- The layout overhead on the synthesized area is 104%.
- The floorplan has 41 rows.
- The DRC violations left is 0.
- Counting distinct cell types in the post-synthesis netlist gives 38.
- The routed wire length is 9410 µm.
- Summing over the stages, the warning tally comes to 33.
- The type of element capturing the critical path is a primary output.
- The part of the cycle the worst path needs is 0.992.
- The detailed-routing iteration count for the pre-antenna-repair pass is 4.
- The final critical-path required period is 3070 ps.
- The worst hold path belongs to the class input pin to primary output.
- The number of hold violations in the final report is 0.
- The pin closest to its max-slew limit shows a slew of 734 ps.
- Per the slew report, the remaining headroom to the max-slew limit stands at 0.510.
- After synthesis, the share of flip-flops with an asynchronous set or reset is 0.
- Entering global routing, the biggest net connects 33 pins.
- The reported leakage power is 0.00216 µW.
- During placement, the flow inserted port buffers numbering 204.
- The relative contribution of sequential cells to total power is 0.129.
- Setup repair after global routing could not meet its margin everywhere.
- The synthesized area is 2470 µm².
- The chip footprint is 18,000 µm².
- The placed wire-length estimate after detailed placement is 8340 µm.
- In this run the horizontal extent of the chip is 134 µm.
- The count of flip-flops with a built-in enable after synthesis is 0.
- The OpenROAD report gives the critical path a data arrival time of 2450 ps.
- The global route stage reports its total congestion overflow as 0.
- The post-CTS hold buffer count recorded in the log is 0.
- The post-detailed-placement cell area is 4770 µm².
- The largest area contributor in the netlist is dlxtn_1.
- The global routing report lists combined usage of all routing layers as 0.0978.
- Per the detail_route report, vias per standard cell equal 4.00.
- The main area contributors are dlxtn_1 39%, ha_1 17%, xnor2_1 8.1%.
- The switching component of the power was reported as 170 µW.
- The share of total power dissipated in the clock network is 0.
- The count of nets left with antenna violations once routing finished came out at 0.
- The synthesis stat section lists a flop and latch total of 64.
- The internal cell power is 367 µW.
- The fraction of post-synthesis cell area in the top cell type by area is 0.388.
- After floorplanning, the core was sized to cover 12,700 µm².
- The peak fanout along the critical path is 3.
- The timer found 64 register pins that no clock reaches; their paths are not timed.
- The utilization after layout is 0.399.
- The final report gives the standard cell area, fillers excluded, as 5060 µm².
- 128 endpoints have no timing constraint.
- The final report lists the setup-violating endpoint count as 0.
- The cell count after synthesis is 280.
==> worst max-delay path: stages <==
cell	delay [ps]
buf_8	70
inv_4	30
ha_4	260
nand4_1	210
nor4_4	320
nand2_1	130
xor2_1	160
o21bai_1	120
o311ai_1	110
a211oi_1	260
buf_2	150
==> cell families (layout without fill, tap and decap cells) <==
kind of cell	count (synthesis)	after routing	synth area share
compound gates	32	32	0.0809
xor+xnor	29	29	0.103
buf+inv	39	256	0.0622
fa+ha+maj	33	33	0.167
simple gates	83	83	0.199
latches	64	64	0.388
==> stage by stage <==
step / setup TNS, ps / worst slack (ps) / hold slack [ps] / total power, µW
final: 0 / 25.0 / 2000 / 537
after CTS: 0 / 2.36 / 2010 / 521
after floorplan: 0 / 353 / 1260 / 170
after global routing: -172 / -172 / 2040 / 592
after global placement: -861 / -861 / 2330 / 485
after detailed placement: -893 / -893 / 2320 / 489
==> Yosys cell counts (4+ instances only) <==
cell type,n
xor2_1,6
a21oi_1,15
ha_1,33
nand3_1,16
inv_1,38
nand4_1,13
and3_1,5
xnor2_1,23
dlxtn_1,64
o21ai_0,4
nor2_1,8
nand2_1,22
a211oi_1,4
==> timing repair <==
item,in CTS,in global routing
resized,253,60
pin swaps,45,31
endpoints found under the setup margin,1,1
setup buffers,7,2
==> metal layers <==
metal / part of all wire / track usage / wire [µm]
met5: 0 / 0 / 0
met4: 0.0043 / 0.00363 / 40
met3: 0.078 / 0.0243 / 734
met2: 0.50 / 0.176 / 4730
met1: 0.41 / 0.121 / 3900
==> state kept, by name (all words and copies together), names as in the netlist <==
register,count
JumpReturn,32
PC_Latched,32
==> final cells by class <==
| type | instances | area, µm² | share of cell area |
|---|---|---|---|
| inverter | 38 | 145 | 0.0287 |
| multi-input combinational | 177 | 1790 | 0.354 |
| sequential | 64 | 961 | 0.190 |
| tap | 172 | 215 | 0.0425 |
| timing repair buffer | 218 | 1950 | 0.385 |
==> cells in the final DEF, fill, tap and decap left out, types with 4 or more instances in the layout <==
cell type / instances
a21oi_1: 14
and3_1: 5
buf_2: 29
buf_4: 14
buf_6: 18
clkbuf_2: 16
clkdlybuf4s50_1: 139
dlxtn_1: 64
ha_1: 5
ha_4: 28
inv_1: 10
inv_2: 27
nand2_1: 22
nand3_1: 15
nand4_1: 13
nor2_1: 7
o21ai_0: 4
xnor2_1: 23
xor2_1: 6
==> path summary, 6_finish.rpt <==
check,startpoint,end,slack (ps),cells past startpoint
worst max-delay path,SrcB[23],BranchTaken,30,11
worst min-delay path,Opcode[0],BranchTaken,2000,4
==> power groups by stage <==
stage     combinational (µW)  clock, µW  sequential [µW]
4_1_cts                  451          0             69.9
5_1_grt                  518          0             73.8
6_report                 468          0             69.2
No activity file was given, so power comes from the tool's default toggle rates.
